### flow/config.mk
export PLATFORM = sky130hd
export DESIGN_NAME = read_data
export DESIGN_NICKNAME = read_data
export VERILOG_FILES = /design/flow/design.v
export SDC_FILE = /design/flow/constraint.sdc
export NUM_CORES = 4
export LEC_CHECK = 1
export CORE_AREA = 10 10 84 84
export DIE_AREA = 0 0 94 94
### flow/constraint.sdc
current_design read_data

set clk_period 2.8
set clk_io_pct 0.2

create_clock -name clk0 -period $clk_period [get_ports {clk}]

set non_clock_inputs [all_inputs -no_clocks]
set_input_delay [expr $clk_period * $clk_io_pct] -clock clk0 $non_clock_inputs
set_output_delay [expr $clk_period * $clk_io_pct] -clock clk0 [all_outputs]
### flow/design.v
module read_data(
    input read,                  
    input clk,                  
    input [14:0] address,
    input [7:0] data, 						
    output reg [14:0] R_address,  
    output reg [7:0] R_data       
);
    reg prev_read;
    always @(posedge clk) begin
        prev_read <= read;
        if (read && !prev_read) begin
        R_address <= address;
        R_data <= data;
        end
    end
endmodule
### flow/run.sh
#!/bin/bash
# OpenROAD 26Q1-2900-gdf79404cd8, Yosys 0.63+post, stock flow scripts
make -C /OpenROAD-flow-scripts/flow DESIGN_CONFIG=/design/flow/config.mk WORK_HOME=/design/flow/orfs finish
==> reports/metrics.csv <==
stage;metric;value;unit
clock_tree;Root Buffer;clkbuf_8;
setup_path;WP buf/inv;1;
synth;Max-area cell share;95.34;%
synth;FFs w/ async S/R, synth;0;%
floorplan;io pins;48;
clock_tree;CTS tree;done;
synth;count of library flops with an enable pin;23;
timing;max-slew violations;0;
power_and_ir_drop;PwrDens;506.9;nW/um^2
power_and_ir_drop;peak supply drop;196.2;uV
finish;Layout fillers;558;
place;dpl cells;142;
finish;share of cells above drive strength 1;5.263;%
setup_path;WP data required;2.69;ns
floorplan;die x size;94;um
grt;total track usage;4.346;%
worst_hold_path;Hold Path Class;reg2reg;
clock_tree;number of post-CTS setup repair buffers;0;
floorplan;chip area;8836;um^2
setup_path;crit end category;flip-flop;
power_and_ir_drop;Switching Share;16.47;%
setup_path;Max stage delay on crit path;0.53;ns
setup_path;Setup CP Type;in2reg;
floorplan;Core Rows;26;
synth;Yosys cell types;3;
floorplan;floorplan utilization;13.92;%
clock_tree;hold-fix buffers at CTS;0;
setup_path;crit path max fanout;23;
place;Port Buf Inserts;47;
finish;Layout Cells excl Fill;146;
drt;Routed Antenna Nets;0;
grt;first-pass GRT wire length;2697;um
drt;Remaining DRCs;0;
timing;Final min period;1.677;ns
timing;Final Skew;0.003232;ns
power_and_ir_drop;Logic pwr share;9.5;%
synth;YS chip area;724.4;um^2
clock_tree;clk buf depth;2;
drt;DRT Pass-1 Iters;2;
synth;Largest cells by area;edfxtp_1 (95%), dfxtp_1 (2.8%), nor2b_4 (1.9%);
timing;Fin Setup TNS;0;ns
synth;Post-synth seq share;98.10;%
power_and_ir_drop;Cell Int Power;0.5621;mW
setup_path;cells along the critical path;clkdlybuf4s50_1 > nor2b_4;
synth;Synth Instances;25;
clock_tree;total CTS buffers;3;
drt;Post-Route WL;1970;um
setup_path;Setup crit start;read;
synth;Synth Register Bits;24;
flow_run;tool warnings;25;
synth;average size of a mapped cell;28.98;um^2
drt;via count;402;
finish;final core utilization;25.50;%
power_and_ir_drop;Tot Pwr;0.6729;mW
synth;Yosys warnings;1;
synth;Synth Cell Area;724.4;um^2
grt;pin count of the biggest net entering global routing;24;
timing;RSZ-0062 raised after global routing;no;
synth;most frequent cell after synthesis;edfxtp_1;
power_and_ir_drop;Flop pwr share;61.6;%
grt;number of global-route vias before repair;442;
setup_path;Critical-path top delay cell;nor2b_4;
setup_path;reg2reg start;prev_read$_DFF_P_;
setup_path;CP startpoint kind;input port;
grt;initial antenna violation count;0;
finish;area added between synthesis and finish;83.25;%
floorplan;Placeable Area;5205;um^2
timing;Setup Viol. Count Final;0;
flow_run;Max-cap violations;0;
clock_tree;post-CTS sizing;0;
worst_hold_path;worst min-delay path startpoint;prev_read$_DFF_P_;
clock_tree;clk latency late pin;0.25;ns
setup_path;CP delay by family, top;simple AND/OR/NAND/NOR gates;
synth;synth cell count leaders;edfxtp_1 (23), dfxtp_1 (1), nor2b_4 (1);
timing;Fmax;596.2;MHz
drt;initial drt markers;8;
synth;Synth area leader;edfxtp_1;
synth;ys cells;25;
setup_path;WP data arrival;1.57;ns
timing;max_slew headroom;59.76;%
power_and_ir_drop;NetSw;0.1108;mW
clock_tree;maximum level of the CTS H-tree;1;
floorplan;die y size;94;um
clock_tree;# clock sinks;24;
timing;worst slew pin tran;0.6023;ns
power_and_ir_drop;leakage power;0.4382;nW
timing;fin crit share;59.90;%
drt;Via density;2.753;
clock_tree;Worst-path clk slew;0.07;ns
power_and_ir_drop;Clk pwr share;29.0;%
timing;Fin. Hold Viols;0;
place;routability cong.;0.7115;
drt;routed len/inst;13.49;um
drt;antenna cells;0;
grt;GRT Residual Overflow;0;
synth;Synth Flop Type;edfxtp_1;
run_status;outcome;finished, final reports clean;
[cell families after synthesis]
| group | after synthesis | share of synthesized area (%) |
|---|---|---|
| and+or+nand+nor | 1 | 1.899 |
| DFF | 24 | 98.10 |
[power by group through the flow]
stage     clock network, mW  logic (mW)  registers, mW
4_1_cts               0.200      0.0656          0.415
5_1_grt               0.216      0.0689          0.416
6_report              0.195      0.0637          0.414
[cell type report]
cell class	instances	area [um^2]	area share [%]
clock buffer	4	45.04	3.393
multi-input combinational	1	13.76	1.037
sequential	24	710.7	53.53
tap	70	87.58	6.598
timing repair buffer	47	470.5	35.44
[flip-flops by register name (all words and copies together) (netlist names)]
| signal | flops |
|---|---|
| R_address | 15 |
| R_data | 8 |
| prev_read | 1 |
[worst paths after layout]
check,to,slack [ns],cells after the start
worst max-delay path,R_address[2]$_DFFE_PP_,1.12,2
worst min-delay path,R_data[6]$_DFFE_PP_,0.68,1
worst max register to register,R_address[2]$_DFFE_PP_,1.62,1
worst min register to register,R_data[6]$_DFFE_PP_,0.68,1
[metrics by stage]
| step | hold WS, ns | cell area, um^2 | worst slack, ns |
|---|---|---|---|
| after floorplan | 0.5877 | 724.4 | 1.451 |
| after global placement | 0.6584 | 1282 | 0.8619 |
| after detailed placement | 0.6664 | 1282 | 0.8410 |
| after CTS | 0.6825 | 1328 | 1.111 |
| after global routing | 0.7147 | 1328 | 1.046 |
| final | 0.6774 | 1328 | 1.123 |
[cells in the final DEF, fill, tap and decap left out, drive strengths merged]
| cell type | count |
|---|---|
| clkbuf | 4 |
| clkdlybuf4s50 | 47 |
| dfxtp | 1 |
| edfxtp | 23 |
| nor2b | 1 |
[metal layers]
metal	share of wire [%]	routed length [um]	track usage [%]
met1	35	687	4.339
met2	53	1047	7.719
met3	12	235	2.908
met4	0	0	0.1266
met5	0	0	0
Power figures rest on the tool's default switching activity, not on a simulated workload.
