## run.sh

```bash
#!/bin/bash
# OpenROAD 26Q1-2900-gdf79404cd8, Yosys 0.63+post, stock flow scripts
make -C /OpenROAD-flow-scripts/flow DESIGN_CONFIG=/design/flow/config.mk WORK_HOME=/design/flow/orfs finish
```

## config.mk

```make
export PLATFORM = sky130hd
export DESIGN_NAME = timer_5ns
export DESIGN_NICKNAME = timer_5ns
export VERILOG_FILES = /design/flow/design.v
export SDC_FILE = /design/flow/constraint.sdc
export NUM_CORES = 4
export LEC_CHECK = 1
export CORE_AREA = 10 10 70 70
export DIE_AREA = 0 0 80 80
```

## constraint.sdc

```tcl
current_design timer_5ns

set clk_period 1.2
set clk_io_pct 0.2

create_clock -name clk0 -period $clk_period [get_ports {clk}]

set non_clock_inputs [all_inputs -no_clocks]
set_input_delay [expr $clk_period * $clk_io_pct] -clock clk0 $non_clock_inputs
set_output_delay [expr $clk_period * $clk_io_pct] -clock clk0 [all_outputs]
```

## design.v

```verilog
module timer_5ns(
	input clk,  
	input reset,  
	output reg [3:0] count  
);
initial count = 0;  
always @(posedge clk) begin
    if (reset)
        count <= 0;
    else if (count == 4'b1111)
        count <= 0;
    else
        count <= count + 1;
end
endmodule
```

==> git commit body <==
Record implementation results from latest flow run

- Outcome: complete, no violations
- For reference, the most critical setup path is categorized as reg -> reg.
- Of the total power, registers draw 0.413.
- Yosys warning count: 1
- Per the gpl log, the routability congestion estimate is 0.6344.
* Unrepaired setup endpoints after global routing: false
- The share of the Yosys chip area taken by registers is 0.4812.
- Internal power comes to 0.2891 mW.
- Gate Count Post-Synth: 15
- Area share of fa/ha/maj cells after synthesis: 0.07519
- Number of sinks handled by clock tree synthesis: 4
- STA classifies the critical path endpoint as a flip-flop.
* Vias in the first global route: 157
- Reg with most FFs: count
- The register with the most flip-flops in the layout has 4 of them.
* Endpoint arrival time on the critical path: 1280 ps
- The capture point of the worst register-to-register path is recorded as count[3]$_SDFF_PP0_.
- Final number of hold-violating endpoints: 0
- Hold path endpoint: count[3]$_SDFF_PP0_
- At the pin with the least slew margin, the transition time is between 150 and 200 ps.
* Chip area: around 6400 sq um
* Shortest clock period the worst path allows after layout: approximately 1100 ps
* Post-detailed-route wirelength per cell: 6.589 um
* Cell types occupying the most area after synthesis: dfxtp_1 (48%), ha_1 (7.5%), nor3b_2 (7.5%), and3_4 (6.8%), a21oi_1 (6.0%)
- Ranking logic cells in the layout by count gives the top entries dlygate4sd2_1 (4), buf_4 (4), clkbuf_4 (3).
* Maximum clock path buffer count: 2
* Diodes inserted: 0
- Number of buffers added by the clock tree synthesis step: 3
- The worst VDD IR drop from the latest analysis is 0.0002444 V.
- OpenSTA, run right after detailed placement, puts the worst setup slack at approximately 95 ps.
* Part of the total power dissipated in the clock network: 0.437
- Maximum fanout encountered on the critical timing path: 3
- STA classifies the critical path startpoint as a flip-flop.
- The critical path endpoint has a required time of 1360 ps.
- Sw frac: 0.1914
- Remaining routing DRC violations: 0
- Leakage: 0.1271 nW
- For the worst reg-to-reg path, the startpoint reported by OpenROAD is count[0]$_SDFF_PP0_.
- Per the log, the first TritonRoute iteration ended with a DRC count of 1.
- The routed layout has 154 vias.
* Total routed wirelength: 481 um
- Post-route period utilization is reported as 0.9342.
* Hold Path Stages: 2
- Initial antenna violation count: 0
- Per the run report, area growth between synthesis and finish was 94.74%.
- Cell Rows: 21
- I/O pin count: 6
- Per the OpenROAD power report, switching power amounts to approximately 0.068 mW.
- Post-synthesis, Yosys gives the total cell area as 166.4 sq um.
- For the final database, setup skew stands at 0.9280 ps.
- Syn Area/Cell: 11.09 sq um
* Area of the mapped netlist: 166.4 sq um
- XOR-XNOR Cells, Area Fraction: 0.05263
* Clock-pin slew on the worst setup and hold paths: 30 ps
* Clock root buffer master: clkbuf_4
- Width of the die: 80 um
- Worst slack on hold paths: 516.3 ps
* Insertion delay at the late pin of the worst-skew pair: between 200 and 250 ps
- H-tree levels: 1
* PwrDens: 1103 nW/um^2
* Max Clk Rate: slightly below 0.9 GHz
* Max Cap Violations: 0
- Final Core Density: 0.09487
- The power report attributes to the combinational group a share of 0.151.
- Per the placement log, port buffering inserted 5 buffers.
* Final setup fails: 0
* Clock tree from TritonCTS: built
- Note that the worst hold path type here is reg -> reg.
- In this run the tools logged warnings totalling 25.
* Ratio of cells with drive above 1 in the final layout: 0.4444
- Startpoint of the tightest hold check path: count[3]$_SDFF_PP0_
* Flop-to-flop setup slack: roughly 80 ps
* Share of synthesized cell area in and, or, nand and nor gates: 0.2782
- After synthesis, the netlist uses 11 different library cells.
- The routed design shows a via density per instance of 2.110.
- Final-layout setup total negative slack: 0 ps
* Aggregate global-route resource usage: 0.01644
- Maximum number of pins on one net before global-route repair: 5
* Dominant combinational cell family by area after synthesis: simple AND/OR/NAND/NOR gates
* Die y size: 80 um
- MUX area fraction: 0
- Biggest area consumer among synthesized cells: dfxtp_1
* Slew HR: 0.8724
- Number of iterations in the first detailed-routing pass: 2
- Summed over all layers, the global routing overflow is 0.
- Number of synthesized register bits: 4
- In this run the remaining antenna-violating nets after routing total 0.
* Synth top area share: 0.4812
- Number of cell instances after yosys synthesis: 15
- Compound-Gate Fraction of Synth Area: 0.09023
* Initial core utilization: 0.04872
- The post-CTS hold buffer count recorded in the log is 0.
- Final Slew Violations: 0
- Area of the core: roughly 3400 sq um
* Smallest setup slack after layout: a little under 80 ps
- The largest registers in the layout are count x4.
- The first global-routing pass estimated between 700 and 800 um of wire.
- For the worst flop-to-flop path, the logic depth is 5.
* Final Power: 0.3575 mW
==> timing repair <==
action / 4_1_cts / 5_1_grt
gates resized: 6 / 0
endpoints found under the setup margin: 4 / 0
buffers inserted: 2 / 0
==> routing by layer <==
metal	GRT usage	part of all wire	wire length (um)
met5	0	0	0
met4	0.01056	0.042	20
met3	0.01136	0.060	29
met2	0.02889	0.58	281
met1	0.01262	0.31	150
==> worst max-delay path: stages, from the launching register on <==
cell,delay [ps]
dfxtp_2,300
buf_4,130
ha_1,230
a21oi_1,150
o21ai_0,100
a21oi_1,140
==> through the flow <==
stage	area (sq um)	cells
6_report	324.1	73
5_1_grt	324.1	73
4_1_cts	324.1	73
3_5_place_dp	289.0	68
3_3_place_gp	289.0	68
2_1_floorplan	166.4	15
==> Yosys cell counts <==
cell / n
a21oi_1: 2
and3_4: 1
dfxtp_1: 4
ha_1: 1
inv_1: 1
nand4b_1: 1
nor2_1: 1
nor3_2: 1
nor3b_2: 1
o21ai_0: 1
xnor2_1: 1
==> worst max-delay path by stage <==
stage / startpoint / end / slack (ps) / cells after the start
final: count[0]$_SDFF_PP0_ / count[3]$_SDFF_PP0_ / 80 / 5
after global routing: count[0]$_SDFF_PP0_ / count[3]$_SDFF_PP0_ / 10 / 5
after CTS: count[0]$_SDFF_PP0_ / count[3]$_SDFF_PP0_ / 100 / 5
==> cell type report <==
class / count / area (sq um)
fill: 407 / 3092
sequential: 4 / 82.58
multi-input combinational: 10 / 82.58
timing repair buffer: 9 / 75.07
tap: 46 / 57.56
clock buffer: 3 / 22.52
inverter: 1 / 3.754
==> power by group through the flow <==
stage	logic, mW	registers, mW	clock network (mW)
finish	0.0539	0.147	0.156
global route	0.0603	0.149	0.178
CTS	0.0544	0.147	0.166
==> kinds of logic (layout without fill, tap and decap cells) <==
group	after synthesis	in the layout
buffers and inverters	1	13
flip-flops	4	4
AND/OR/NAND/NOR	5	5
AND-OR/OR-AND	3	3
XOR/XNOR	1	1
adder cells (fa/ha/maj)	1	1
Power figures rest on the tool's default switching activity, not on a simulated workload.
